<file path="./constraint.sdc">
current_design Traffic_lighter_controller_HIGH

set clk_period 2.5
set clk_io_pct 0.2

create_clock -name clk0 -period $clk_period [get_ports {clk}]

set non_clock_inputs [all_inputs -no_clocks]
set_input_delay [expr $clk_period * $clk_io_pct] -clock clk0 $non_clock_inputs
set_output_delay [expr $clk_period * $clk_io_pct] -clock clk0 [all_outputs]
</file>
<file path="./config.mk">
export PLATFORM = sky130hd
export DESIGN_NAME = Traffic_lighter_controller_HIGH
export DESIGN_NICKNAME = Traffic_lighter_controller_HIGH
export VERILOG_FILES = /design/flow/design.v
export SDC_FILE = /design/flow/constraint.sdc
export NUM_CORES = 4
export LEC_CHECK = 1
export CORE_AREA = 10 10 70 70
export DIE_AREA = 0 0 80 80
</file>
<file path="./design.v">
`timescale 1ns / 1ps
module Traffic_lighter_controller_HIGH(clk,reset,num,duty_cycle,out,red,yellow,green);
input clk;
input reset;
input [2:0] num;         
input [2:0] duty_cycle;  
output reg out;
output reg red,yellow,green;
reg [1:0] state;
reg [3:0] counter;
always@(posedge ~clk)
begin 
    if(!reset) begin
        counter = counter + 1;
        if(counter > num)
        begin
            out = 1;
            if (counter == num + duty_cycle)
                counter = 0;
        end
        else
        begin
            out = 0;
        end
     end   
     else begin
        counter = 2;
	out = 0;
     end
end
always@(posedge clk)
begin
    if(!out)
        case(state)
            0: begin
                state = 1;
            end
            1: begin
                state = 2;
            end
            2: begin
                state = 3;
            end
            default: state = 0;
        endcase 
end
always@(state)
    case(state)
        0: begin     
            green = 8'b1;
            yellow = 8'b0;
            red = 8'b0;
           end
        1: begin     
            green = 8'b0;
            yellow = 8'b1;
            red = 8'b0;
            end
        2: begin     
            green = 8'b0;
            yellow = 8'b0;
            red = 8'b1;
            end
        3: begin     
            green = 8'b0;
            yellow = 8'b1;
            red = 8'b0;
            end
    endcase
endmodule
module tb_Traffic_lighter_controller_HIGH;
reg clk;
reg reset;
reg [2:0] num;
reg [2:0] duty_cycle;
wire out,red,yellow,green;
Traffic_lighter_controller_HIGH Traffic_lighter_controller_HIGH_1(clk,reset,num,duty_cycle,out,red,yellow,green);
initial
begin
    clk = 0;
    reset = 1;
    num = 2;
    duty_cycle = 3; 
    #20 reset = 0;
end
always #10 clk = ~clk;
endmodule 
</file>
<file path="./run.sh">
#!/bin/bash
# OpenROAD 26Q1-2900-gdf79404cd8, Yosys 0.63+post, stock flow scripts
make -C /OpenROAD-flow-scripts/flow DESIGN_CONFIG=/design/flow/config.mk WORK_HOME=/design/flow/orfs finish
</file>
==> results_slide.txt <==
Physical Implementation Snapshot

Setup path
  • Crit-path leading delay family: AND-OR/OR-AND gates
  • FF-to-FF path depth: 7
  • CP cell instances: buf_8, ha_4, a21o_1, a221o_1, o32ai_4, a21oi_1
  • Worst Setup Start Kind: input pin
  • Worst R2R Setup Slack: 0.34 ns
  • Worst path max stage delay: 0.33 ns
  • WP data arrival: 1.77 ns
  • Crit-path slowest cell: o32ai_4
  • CP max FO: 4
  • WP buf/inv: 1
  • CP Capture Type: register
  • Critical Path End: counter[2]$_SDFF_NP0_
  • Crit path required time: 1.43 ns
  • CP startpoint: num[1]
  • Critical Path Stages: 6
  • CP Class: input pin to register
  • RR Endpoint: counter[2]$_SDFF_NP0_
  • RR Startpoint: counter[0]$_SDFF_NP0_

Logic synthesis
  • Yosys top cell by instances: ha_1
  • Unique cell types: 21
  • Synth area leader: edfxtp_1
  • Register share after synthesis: 40.4%
  • Register bit total from synthesis: 9
  • Simple share: 10.8%
  • Post-Syn Area: 546 µm²
  • EDFF count, synth: 4
  • Area fraction in mux cells: 0%
  • Top cells by count: ha_1, a21oi_1, dfxtp_1
  • Biggest area cells: edfxtp_1, dfxtp_1, ha_1
  • Top-area cell share: 22.0%
  • Syn. warnings: 1
  • Post-Syn Instances: 52
  • Xor+xnor area frac: 9.63%
  • Yosys stat area: 546 µm²
  • Most common reg cell: dfxtp_1
  • Synth async-reset ratio: 0%
  • Yosys cell count: 52
  • Avg Inst Size Synth: 10.5 µm²
  • Synth Area in Adders: 19.7%
  • Top logic family: adder cells
  • AND-OR/OR-AND Cells, Area Fraction: 16.7%

Power
  • Max VDD drop: 0.000351 V
  • Sw power: 319 µW
  • Clock Power Share: 16.2%
  • Comb pwr share: 52.9%
  • Leak: 0.000379 µW
  • PwrDens: 943 nW/µm²
  • Int Power: 542 µW
  • Share of power burned in registers: 30.9%
  • Sw Ratio: 37.1%

Routing
  • DRC errors left: 0
  • Via count: 466
  • DRT iter0 DRCs: 16
  • WL/cell: 9.57 µm
  • Inserted Diodes: 0
  • Routed Antenna Nets: 0
  • Total routed wirelength: 1180 µm
  • DR pass1 iterations: 4
  • Via-per-instance ratio: 3.79

Clocking
  • H-tree level count: 1
  • CTS tree: done
  • Post-cts hold-fix buffer tally: 0
  • Reg clk slew, reported paths: 0.06 ns
  • Clock buffer count from CTS: 3
  • Max Buffers Root-to-Sink: 2
  • Worst-Skew Late Latency: 0.31 ns
  • Root buffer cell: clkbuf_4
  • CTS sink cnt: 9

Final layout
  • Layout cell share with drive strength beyond 1: 44.2%
  • P&R area growth vs syn: 67.4%
  • Fillers: 362
  • Sequential cell area: 221 µm²
  • Logic area: 420 µm²

Min path
  • Hold Path Class: register to register

Floorplan
  • Die Ht: 80 µm
  • Die Size: 6400 µm²
  • # IOs: 12
  • Core area: 3420 µm²
  • Chip width: 80 µm
  • Cell Rows: 21
  • FP Util: 16.0%

Global route
  • First-pass GRT wire length: 2010 µm
  • Initial antenna violation count: 0
  • Grt ovf: 0
  • Largest net degree at the start of global routing: 6
  • Gr usage total: 3.87%
  • Vias in the first global route: 493

STA
  • Final hold violations: 0
  • Unrepaired setup endpoints after global routing: true
  • Final Skew: 0.0537 ns
  • Slew HR: 65.5%
  • Final setup vio count: 4
  • Worst-Margin Slew: 0.515 ns
  • Final worst slack: -0.335 ns
  • Pins Over Slew Limit: 0
  • Fin Setup TNS: -1.30 ns

Placement
  • Port buffer count: 11
  • RD Place Congestion: 0.831
  • Worst slack at placement: -1.18 ns
  • DP HPWL: 952 µm

Run status
  • Violated checks: setup timing
  • Status: complete, but fails checks

Flow run
  • Tool warning count: 33
  • Max Cap Viol: 0
==> final cells by class <==
class                           instances  area share, %
Multi-Input combinational cell         39           46.0
Tap cell                               46           6.30
Sequential cell                         9           24.2
Inverter                                3           1.23
Clock inverter                          6           2.47
Clock buffer                            3           2.47
Timing Repair Buffer                   17           17.3
==> per-stage QoR <==
step,cells,cell area [µm²],utilization (%),total power [µW],hold slack (ns)
2_1_floorplan,52,577,-,503,0.417
3_3_place_gp,114,782,22.9,631,0.424
3_5_place_dp,114,782,22.9,639,0.435
4_1_cts,123,881,25.8,804,0.449
5_1_grt,123,913,26.7,946,0.468
6_report,123,913,26.7,861,0.451
==> worst min path at each step <==
stage | from | end | slack (ns) | depth (start not counted)
after CTS | register | register | 0.45 | 0
after global routing | register | register | 0.47 | 0
final | register | register | 0.45 | 0
==> cell usage in the layout, fill, tap and decap left out, types with 2 or more instances in the layout <==
cell / count
edfxtp_1: 4
buf_4: 5
nand2_1: 2
xor2_1: 3
ha_4: 4
dfxtp_1: 4
buf_6: 4
inv_2: 2
xnor2_2: 3
buf_2: 2
nor2_1: 3
ha_1: 3
clkdlybuf4s50_1: 4
o21ai_0: 2
inv_1: 7
a21oi_1: 4
clkbuf_4: 3
==> power groups by stage <==
stage	Sequential [µW]	Clock (µW)	Combinational (µW)
after CTS	268	146	390
after global routing	276	161	509
final	266	139	455
==> routing by layer <==
layer | global-route usage (%) | wire length, µm
met5 | 0 | 0
met4 | 0.176 | 0
met3 | 2.61 | 96
met2 | 5.70 | 459
met1 | 4.83 | 621
==> logic make-up after synthesis <==
family / Yosys count
compound gates: 13
xor+xnor: 6
fa+ha+maj: 8
buf+inv: 4
flops: 9
simple gates: 12
==> what timing repair did <==
item / CTS / global route
gates resized: 40 / 7
setup endpoints to repair: 6 / 6
hold endpoints to repair: 0 / 0
buffers inserted: 1 / 0
pin swaps: 14 / 6
Power and IR drop assume default switching activity.
