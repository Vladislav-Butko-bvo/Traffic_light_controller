<file path="design/flow/design.v">
`timescale 1ns / 1ps
module Traffic_lighter_controller_RTL(
    input [2:0] num,         
    input [2:0] duty_cycle,  
    input [2:0] initNum,     
    input load,              
    input clk,  
    output clk_inversed_output,                
    output pwm_output,                         
    output [3:0] counter_output,               
    output [3:0] sum_num_dutyCycle_output,     
    output counter_eq_sum_output,              
    output [1:0] state_output,                 
    output red,     
    output yellow,
    output green
    );
    wire clk_inversed; 
    wire pwm_out;                        
    wire [3:0] counter_out;              
    wire [3:0] sum_num_dutyCycle_out;    
    wire counter_eq_sum_out;             
    wire [1:0] state;                    
    my_not my_not1(                          
        clk,
        clk_inversed,
        clk_inversed_output                  
        );
    counter counter1(
        clk_inversed,                        
        counter_eq_sum_out,                  
        initNum,
        load,
        counter_out,
        counter_output                       
        );
    comparator_bigger counter_bigger_num(    
        counter_out,
        {1'b0,num},                          
        pwm_out,
        pwm_output                           
        );
     sum sum_num_dutyCycle(                   
        num,
        duty_cycle,
        sum_num_dutyCycle_out,
        sum_num_dutyCycle_output             
        );
    comparator_eq counter_eq_sum(            
        counter_out,
        sum_num_dutyCycle_out,
        counter_eq_sum_out,
        counter_eq_sum_output                
        );
   Moore_machine Moore_machine1(
        clk,
        pwm_out,
        state,
        state_output                         
        );
    data_path data_path1(
        state,
        green,
        yellow,
        red
        );
endmodule   
module my_not(
    input clk,
    output reg clk_inversed,
    output reg testOut                   
    );
    always@(clk)
        if(clk == 1) begin
            clk_inversed <= 0;
            testOut <= 0;                
        end
        else begin
            clk_inversed <= 1;
            testOut <= 1;                
        end
endmodule
module counter(
    input clk,
    input reset,
    input [2:0] initNum,
    input load,
    output reg [3:0] out,
    output reg [3:0] testOut         
    );
    always@(posedge clk)
        if (load == 1 || reset == 1)
        begin 
            if(load == 1) begin
                out <= initNum;
                testOut <= initNum;  
            end
            if(reset == 1) begin 
                out <= 1;
                testOut <= 1;        
            end
        end  
        else begin
            out <= out + 1;
            testOut <= out + 1;      
        end
endmodule
module comparator_eq(
    input [3:0] num1,
    input [3:0] num2,
    output reg out,
    output reg testOut               
    );
    always@(num1, num2)
        if(num1 == num2) begin
            out <= 1;
            testOut <= 1;            
        end
        else begin
            out <= 0;
            testOut <= 0;            
        end
endmodule
module comparator_bigger(
    input [3:0] num1,
    input [3:0] num2,
    output reg out,
    output reg testOut               
    );
    always@(num1,num2)
        if(num1 > num2) begin
            out <= 1;               
            testOut <= 1;            
        end
        else begin
            out <= 0;
            testOut <= 0;            
        end
endmodule 
module sum( 
    input [2:0] num1,
    input [2:0] num2,
    output reg [3:0] sum,
    output reg [3:0] testOut         
    );
    always@(num1, num2) begin
        sum = num1 + num2;
        testOut = num1 + num2;       
    end
endmodule
module Moore_machine(
    input clk,
    input pwm,  
    output reg [1:0] state,
    output reg [1:0] testOut         
    );
    always@(posedge clk)
    begin
        if(!pwm)                     
            case(state)
                0: begin 
                    state = 1;
                    testOut = 1;     
                   end
                1: begin 
                    state = 2;
                    testOut = 2;     
                   end
                2: begin 
                    state = 3;
                    testOut = 3;     
                   end                  
                default: begin 
                    state = 0;
                    testOut = 0;     
                   end
            endcase 
    end
endmodule
module data_path(
    input [1:0] state,
    output reg green,
    output reg yellow,
    output reg red
    );
    always@(state)
    case(state)
        0: begin     
            green = 1;
            yellow = 0;
            red = 0;
           end
        1: begin     
            green = 0;
            yellow = 1;
            red = 0;
            end
        2: begin     
            green = 0;
            yellow = 0;
            red = 1;
            end
        3: begin     
            green = 0;
            yellow = 1;
            red = 0;
            end
    endcase
 endmodule
`timescale 1ns / 1ps
module tb_Traffic_lighter_controller_RTL;
reg [2:0] num;                        
reg [2:0] duty_cycle;                        
reg [2:0] initNum;      
reg load;               
reg clk;
wire clk_inversed_output;                        
wire pwm_output;                        
wire [3:0] counter_output;              
wire [3:0] sum_num_dutyCycle_output;    
wire counter_eq_sum_output;             
wire [1:0] state_output;             
wire red;
wire yellow;
wire green;
Traffic_lighter_controller_RTL Traffic_lighter_controller_RTL_1(
    num,
    duty_cycle,
    initNum,
    load,
    clk,
    clk_inversed_output,                    
    pwm_output,                  
    counter_output,             
    sum_num_dutyCycle_output,    
    counter_eq_sum_output,       
    state_output, 
    red,
    yellow,
    green);
initial
begin
    num = 2;             
    duty_cycle = 3; 
    clk = 0;
    load = 1;        
    initNum = 2;     
    #20 load = 0;
end
always #10 clk = ~clk;
endmodule
</file>
<file path="design/flow/run.sh">
#!/bin/bash
# OpenROAD 26Q1-2900-gdf79404cd8, Yosys 0.63+post, stock flow scripts
make -C /OpenROAD-flow-scripts/flow DESIGN_CONFIG=/design/flow/config.mk WORK_HOME=/design/flow/orfs finish
</file>
<file path="design/flow/constraint.sdc">
current_design Traffic_lighter_controller_RTL

set clk_period 2.3
set clk_io_pct 0.2

create_clock -name clk0 -period $clk_period [get_ports {clk}]

set non_clock_inputs [all_inputs -no_clocks]
set_input_delay [expr $clk_period * $clk_io_pct] -clock clk0 $non_clock_inputs
set_output_delay [expr $clk_period * $clk_io_pct] -clock clk0 [all_outputs]
</file>
<file path="design/flow/config.mk">
export PLATFORM = sky130hd
export DESIGN_NAME = Traffic_lighter_controller_RTL
export DESIGN_NICKNAME = Traffic_lighter_controller_RTL
export VERILOG_FILES = /design/flow/design.v
export SDC_FILE = /design/flow/constraint.sdc
export NUM_CORES = 4
export LEC_CHECK = 1
export CORE_AREA = 10 10 86 86
export DIE_AREA = 0 0 96 96
</file>
==> reports/qor.yml <==
status: "finished with violations"
violations: "negative setup slack"
clock_skew_ns: 0.0676
top_layer: "met4"
warning_count: 34
cpMaxStageDelayCell: "dfxtp_4"
leakage_nw: 0.608
netlist_area_sq_um: 601
ys_sh_mux_pct: 1.67
yosysMostFrequentCell: "nor2_1"
simple_gate_share_pct: 16.7
aoi_share_pct: 10.6
max_stage_delay_ns: 0.35
hold_viol: 0
port_buffers: 26
start_kind: "flop"
final_util_pct: 24.4
startpoint: "counter1.testOut[1]"
antenna_found_initial: 0
core_sq_mm: 0.00554
grt_overflow: 0
pwr-share-seq_pct: 26.9
swShare_pct: 29.9
path_clk_slew_ns: 0.05
p_int_mw: 0.986
pre_cts_ws_ns: -1.23
clk_path_buf_depth: 2
die_w_um: 96
wl_met1_um: 938
cts_made_buffers: 3
power_density_mw_per_mm2: 1040
relSlewSlack_pct: 82.5
r2r_end: "Moore_machine1.state[2]"
route.met2.wl_um: 893
worst_pin_slew_ns: 0.262
synth_cell_types: 23
setup_viol_count_final: 16
hp-class: "flop to flop"
clockRootBuffer: "clkbuf_8"
crit_path_end: "pwm_output"
worstPathRequired_ns: 1.84
vias_per_cell: 3.39
drv_slew: 0
setup_slack_ns: -0.738
edf_count: 6
dp_hpwl_mm: 1.54
yosys-top-cells-count: "8 x nor2_1, 7 x ha_1, 6 x edfxtp_1"
end_kind: "output port"
layout-drive-gt1-share_pct: 51.7
initCoreUtil_pct: 10.8
ys.flops: 10
clk-insertion-delay-late_ns: 0.30
worst_hold_slack_ns: 0.438
r2r-start: "counter1.testOut[1]"
power_frac_clock_pct: 17.5
top_area_share_pct: 30.0
postCtsHoldBufs: 0
die-area_sq_mm: 0.00922
rsz0062_at_grt: "true"
die_h_um: 96
r2r_slack_ns: -0.47
top_cells_by_area: "edfxtp_1 30%, ha_1 15%, dfxtp_1 13%"
drt_iter0_markers: 14
drc: 0
p_sw_mw: 0.421
rr_worst_depth: 6
ys.flop_type: "edfxtp_1"
crit_type: "flop to output port"
fin_area_sq_mm: 0.00135
rows: 27
area_delta_synth_final_pct: 125
syn_avg_cell_area_sq_um: 10.7
first_global_vias: 704
yosys_cells: 56
gp_congestion: 0.702
diodes: 0
grt_max_degree: 8
ys_chip_area_sq_um: 601
grt_usage_pct: 4.35
ys_warn_count: 7
peakVddDrop_mv: 0.266
xor_share_pct: 7.29
path_cells: "ha_4 > nor2b_4 > o21ai_1 > nand2b_1 > a21o_1 > buf_2"
ys_async_sr_fraction_pct: 0
wire_per_inst_um: 10.8
place_area_sq_mm: 0.00110
wl_mm: 2.04
cts_max_level: 1
tritoncts: "done"
io_pins: 27
cap_violations: 0
min_path_cells: 0
yosysTopAreaCell: "edfxtp_1"
num_vias: 645
syn_inst: 56
combPwrFrac_pct: 55.6
critPathMaxFanout: 2
ys_seq_share_pct: 43.3
cp.arrival_ns: 2.58
routed-wl-met3_um: 157
ys_sh_adder_pct: 17.9
drt_pass1_iterations: 3
grt_first_pass_wirelength_mm: 3.26
n_fill_cell: 598
final_antenna_net_count: 0
top_logic_kind: "adder cells"
power groups by stage:
stage	clock [mW]	sequential, mW	combinational, mW
4_1_cts	0.261	0.379	0.797
5_1_grt	0.276	0.389	0.863
6_report	0.246	0.379	0.783
per-layer routing:
metal / vias up / track usage, %
met4: 0 / 1.60
met3: 4 / 1.42
met5: - / 0
li1: 317 / -
met1: 304 / 5.77
met2: 20 / 6.50
cell type report:
type,instances,area (sq um),share of cell area (%)
Timing Repair Buffer,53,493,36.5
Tap cell,72,90.1,6.67
Sequential cell,10,268,19.8
Clock inverter,5,18.8,1.39
Clock buffer,5,53.8,3.99
Multi-Input combinational cell,42,415,30.8
Inverter,3,11.3,0.834
flip-flops by register name (all words and copies together), names as in the netlist:
| name | flops |
|---|---|
| Moore_machine1.state | 4 |
| Moore_machine1.testOut | 2 |
| counter1.testOut | 4 |
cells by family after synthesis:
kind of cell	count (synthesis)
compound gates	8
xor+xnor	5
mux	1
fa+ha+maj	8
simple gates	20
buf+inv	4
flops	10
per-stage QoR:
| stage | std cells | power, mW | setup TNS (ns) |
|---|---|---|---|
| floorplan | 56 | 0.614 | -4.21 |
| global placement | 168 | 1.02 | -11.05 |
| detailed placement | 168 | 1.02 | -11.07 |
| CTS | 190 | 1.44 | -7.90 |
| global route | 190 | 1.53 | -8.05 |
| finish | 190 | 1.41 | -7.34 |
critical path, delay by kind of cell, from the launching register on:
| kind | cells | cell delay (ns) |
|---|---|---|
| adders and majority gates | 1 | 0.21 |
| DFF | 1 | 0.35 |
| buffers and inverters | 1 | 0.11 |
| AOI/OAI and AO/OA | 2 | 0.27 |
| and+or+nand+nor | 2 | 0.20 |
cells in the final DEF (no fill, tap or decap), types with 2 or more instances in the layout:
master	count
dfxtp_2	3
nor2_1	7
dlygate4sd2_1	5
buf_4	18
buf_6	17
or2_2	3
buf_2	2
clkbuf_8	3
inv_1	8
edfxtp_1	6
clkdlybuf4s50_1	11
nand3_1	2
ha_1	4
xor2_1	3
ha_4	3
worst min-delay path by stage:
stage	startpoint	end	slack, ns
4_1_cts	Moore_machine1.state[3]	Moore_machine1.state[0]	0.44
5_1_grt	Moore_machine1.state[3]	Moore_machine1.state[0]	0.45
6_report	Moore_machine1.state[3]	Moore_machine1.state[0]	0.44
repair_timing:
action	CTS	global route
pin swaps	11	10
resized	65	10
endpoints found under the setup margin	20	16
endpoints found under the hold margin	0	0
gates cloned	0	0
buffers inserted	15	7
No activity file was given, so power comes from the tool's default toggle rates.
